**config.mk**
```make
export PLATFORM = sky130hd
export DESIGN_NAME = Lock
export DESIGN_NICKNAME = Lock
export VERILOG_FILES = /design/flow/design.v
export SDC_FILE = /design/flow/constraint.sdc
export NUM_CORES = 4
export LEC_CHECK = 1
export CORE_AREA = 10 10 70 70
export DIE_AREA = 0 0 80 80
```
**constraint.sdc**
```tcl
current_design Lock

set clk_period 1.3
set clk_io_pct 0.2

create_clock -name clk0 -period $clk_period [get_ports {clock}]

set non_clock_inputs [all_inputs -no_clocks]
set_input_delay [expr $clk_period * $clk_io_pct] -clock clk0 $non_clock_inputs
set_output_delay [expr $clk_period * $clk_io_pct] -clock clk0 [all_outputs]
```
**design.v**
```verilog
module Lock(clock, value, new, reset, opened);
    input wire clock;
    input wire [3:0]value;
    input wire new;
    input wire reset;
    output reg opened;
    reg[3:0] status;
    initial 
    begin
        status <= 2'b00;
        opened <= 1'b0;
    end
    always @(posedge clock)
    begin
        if (reset === 1'b1)
        begin
            opened = 0;
            status = 0;
        end
        if (new == 1)
        begin
            if (status === 2'b00)
            begin
                if (value === 4'd1)
                    status = 2'b01;
                else
                    status = 2'b00;
            end
            else if (status === 2'b01)
            begin
                if (value === 4'b0010)
                    status = 2'b10;
                else 
                    status = 2'b00;
            end
            else if (status == 2'b10)
            begin
                if (value === 4'b0011)
                begin
                    opened = 1'b1;
                    status = 2'b11;
                end
                else
                    status = 2'b00;
            end
            else if (status == 2'b11)
            begin
                status = 0;
            end
        end
    end
endmodule
```
**run.sh**
```bash
#!/bin/bash
# OpenROAD 26Q1-2900-gdf79404cd8, Yosys 0.63+post, stock flow scripts
make -C /OpenROAD-flow-scripts/flow DESIGN_CONFIG=/design/flow/config.mk WORK_HOME=/design/flow/orfs finish
```
==> impl_metrics.tcl <==
# yosys + openroad results
set metrics [dict create \
    fin_crit_ns 1.24 \
    vias 229 \
    numSynthFlops 5 \
    syn-cell-area_um2 225 \
    slowest_delay_ns 0.47 \
    worst_pin_slew_ns 0.229 \
    setup.worst_path.class "in2reg" \
    fp-row-count 21 \
    clk_pin_slew_ns 0.04 \
    portBuffers 7 \
    ys_types 15 \
    relSlewSlack_pct 84.6 \
    drc 0 \
    htreeDepth 1 \
    clkLatencyLatePin_ns 0.24 \
    tns_ns 0 \
    drt_iter0_markers 6 \
    fillers 411 \
    gp_congestion 0.744 \
    die_y_um 80 \
    power.total_uw 362 \
    setup_viol 0 \
    grt_pass1_vias 225 \
    clock-root-buffer "clkbuf_4" \
    synth.avg_cell_area_um2 9.38 \
    area_leaders "dfxtp_1, and4bb_1, a31oi_1, nor2b_1, nor2_1" \
    ys_cells 24 \
    cts_sinks 5 \
    crit_chain "clkdlybuf4s50_1 > or3b_4 > a32oi_1 > o21ai_1" \
    post_cts_buffers 0 \
    ctsLongestPathBuffers 2 \
    hp-class "reg2reg" \
    crit_buf_inv 1 \
    synth_area_leader_cell "dfxtp_1" \
    grt_pass1_wl_um 1060 \
    most-common-layout-cells "clkdlybuf4s50_1, dfxtp_1, nor2_1, clkbuf_4" \
    dpl.cell_count 78 \
    grt_overflow_total 0 \
    end_kind "flip-flop" \
    start_kind "primary input" \
    cts_tree "yes" \
    critPathTopFamily "buffers and inverters" \
    final_common_cell "clkdlybuf4s50_1" \
    fin_crit_sh_pct 95.4 \
    worstPathArrival_ns 1.36 \
    fp_util_pct 6.59 \
    fin_util_pct 11.5 \
    rsz0062_at_grt "no" \
    p_per_area_nw_per_um2 921 \
    slew_violations 0 \
    hold_buffers 0 \
    skew_ns 0.00429 \
    dieArea_um2 6400 \
    numCtsBuffers 3 \
    yosysSeqAreaShare_pct 44.4 \
    maxCapViolCount 0 \
    wl_um 607 \
    status "completed" \
    antenna_found_initial 0 \
    die-width_um 80 \
    instances_no_fill 82 \
    p_leak_nw 0.152 \
    cp.required_ns 1.42 \
    max_freq_mhz 806 \
    wl_per_cell_um 7.40 \
    grt_util_all_layers_pct 1.99 \
    ys.warnings.count 1 \
    ios 8 \
    viasPerCell 2.79 \
    n_antenna_cell 0 \
    hold_violations 0 \
    ant_nets 0 \
    ys_chip_area_um2 225 \
    warning_count 25 \
    cp_max_fo 2 \
    dp_hpwl_um 500 \
    setup_ws_ns 0.0593 \
    drive_above_1_share_pct 16.7 \
    fp.coreArea_um2 3420 \
    grt_max_degree 7 \
    yosysTopAreaCellShare_pct 44.4 \
    syn_inst 24 \
    pre_cts_ws_ns -0.176 \
    slowest_stage "clkdlybuf4s50_1" \
    syn_to_final_growth_pct 74.4 \
    first_pass_iters 4 \
    vdd_drop_max_mv 0.249 \
]
[Yosys cell counts]
| cell | count |
|---|---|
| nor4_1 | 1 |
| or3b_1 | 1 |
| and3b_1 | 1 |
| nor2_1 | 3 |
| nand4_1 | 1 |
| nor2b_1 | 2 |
| o211ai_1 | 1 |
| and4bb_1 | 2 |
| dfxtp_1 | 5 |
| inv_1 | 1 |
| a31oi_1 | 2 |
| o21ai_1 | 1 |
| a32oi_1 | 1 |
| nand3_1 | 1 |
| nand2_1 | 1 |
[power breakdown]
part / leakage, nW / internal [mW] / switching (mW)
clock: 0.0150 / 0.116 / 0.0561
combinational: 0.0964 / 0.0237 / 0.0111
sequential: 0.0408 / 0.155 / 0.000724
total: 0.152 / 0.294 / 0.0679
[metrics by stage]
stage | hold WS [ns] | area, um2
3_5_place_dp | 0.475 | 360
4_1_cts | 0.465 | 388
2_1_floorplan | 0.329 | 225
3_3_place_gp | 0.463 | 360
6_report | 0.463 | 393
5_1_grt | 0.478 | 393
[worst min-delay path: cells and delay by family (launching register included)]
kind / cells / cell delay [ns]
flops: 1 / 0.32
simple gates: 1 / 0.07
compound gates: 1 / 0.04
[state kept, by name (all words and copies together) (netlist names)]
register and flops:
opened 1, status 4
[worst paths after layout]
path | depth (start not counted) | end | startpoint | slack, ns
max | 4 | status[0]$_DFF_P_ | new | 0.06
min reg2reg | 2 | opened$_DFF_P_ | opened$_DFF_P_ | 0.46
min | 2 | opened$_DFF_P_ | opened$_DFF_P_ | 0.46
max reg2reg | 3 | status[0]$_DFF_P_ | status[2]$_DFF_P_ | 0.22
[cell families after synthesis]
| kind of cell | share of synthesized area (%) |
|---|---|
| AOI/OAI and AO/OA | 15.0 |
| buffers and inverters | 1.67 |
| DFF | 44.4 |
| and+or+nand+nor | 38.9 |
[layout make-up]
class / count / area, um2 / area share, %
multi-input cells: 18 / 124 / 31.5
flip-flops and latches: 5 / 101 / 25.8
repair buffers: 8 / 80.1 / 20.4
well taps: 46 / 57.6 / 14.6
clock buffers: 4 / 26.3 / 6.69
inverters: 1 / 3.75 / 0.955
[what timing repair did]
action	CTS	global route
pin swaps	0	2
setup endpoints to repair	1	2
endpoints found under the hold margin	0	0
gates resized	1	2
[layer usage]
| layer | global-route usage, % | vias to the layer above | wire, um |
|---|---|---|---|
| met5 | 0 | - | 0 |
| met4 | 0.704 | 0 | 24 |
| met3 | 1.48 | 2 | 75 |
| met2 | 2.17 | 12 | 182 |
| met1 | 2.80 | 98 | 324 |
| li1 | - | 117 | - |
Power and IR drop assume default switching activity.
